**flow/design.v**
```verilog
`timescale 1ns / 1ps
module clk_div(input clk,
					input rst,
					input SW2,
					output reg[31:0]clkdiv,
					output Clk_CPU
					);
	always @ (posedge clk or posedge rst) begin 
		if (rst) clkdiv <= 0; else clkdiv <= clkdiv + 1'b1; end
	assign Clk_CPU=(SW2)? clkdiv[23] : clkdiv[0];
endmodule
```
**flow/run.sh**
```bash
#!/bin/bash
# OpenROAD 26Q1-2900-gdf79404cd8, Yosys 0.63+post, stock flow scripts
make -C /OpenROAD-flow-scripts/flow DESIGN_CONFIG=/design/flow/config.mk WORK_HOME=/design/flow/orfs finish
```
**flow/config.mk**
```make
export PLATFORM = sky130hd
export DESIGN_NAME = clk_div
export DESIGN_NICKNAME = clk_div
export VERILOG_FILES = /design/flow/design.v
export SDC_FILE = /design/flow/constraint.sdc
export NUM_CORES = 4
export LEC_CHECK = 1
export CORE_AREA = 10 10 112 112
export DIE_AREA = 0 0 122 122
```
**flow/constraint.sdc**
```tcl
current_design clk_div

set clk_period 7.3
set clk_io_pct 0.2

create_clock -name clk0 -period $clk_period [get_ports {clk}]

set non_clock_inputs [all_inputs -no_clocks]
set_input_delay [expr $clk_period * $clk_io_pct] -clock clk0 $non_clock_inputs
set_output_delay [expr $clk_period * $clk_io_pct] -clock clk0 [all_outputs]
```
==> results.tsv <==
metric	value	unit
crit_fanout	2	
finalCritPeriodShare	54.6	%
finalInstanceArea	2110	sq um
worstHoldEndpoint	clkdiv[31]	
critical_path.cell_chain	clkdlybuf4s50_1, nand2_1, o21ai_0, clkdlybuf4s50_1	
cts_tree	yes	
root_buffer	clkbuf_8	
reg_top3	clkdiv: 32 flops	
critPathRequiredTime	5840	ps
drt_first_pass_iters	4	
synth_area	1500	sq um
r2r-start	clkdiv[0]	
hold_class	flop to flop	
worstMarginPinSlew	515	ps
comb_area	656	sq um
skew	10.3	ps
floorplan.initialDensity	14.6	%
cts_sinks	32	
grt-ovfl-total	0	
reg2reg_setup_slack	5500	ps
ir_drop	0.0938	mV
antenna_cells	0	
slew_viol_final	0	
postSynthAreaPerCell	11.4	sq um
numPortBuffers	35	
grt_max_degree	33	
synth_cell_type_count	22	
largest_register	clkdiv	
post-route-min-period	3990	ps
seqCellArea	801	sq um
vias_per_cell	3.55	
num_io_pins	36	
ys_seq_share	53.5	%
dieWidth	122	um
grt_pass1_vias	1075	
finalPower	0.350	mW
dieArea	14900	sq um
seqPwrFrac	50.7	%
min_from	clkdiv[31]	
fin_util	20.7	%
post-place-ws	3290	ps
detailed_place_hpwl	2830	um
areaGrowthSynthToFinish	41.2	%
worst_ep_arrival_time	2530	ps
worst_hold_slack	475	ps
ys_cells	131	
post_cts_resized	0	
largest_register_ffs	32	
antenna_found_initial	0	
clk_pin_slew_worst_paths	70	ps
n_fill_cell	1081	
r2r_cells	5	
internal_power	0.279	mW
rsz0062_at_grt	false	
power.leakage	0.899	nW
netSwitchingFraction	20.0	%
crit_type	input port to output port	
cp_common_cell	clkdlybuf4s50_1	
final_common_cell	clkdlybuf4s50_1	
cts_max_path_buffers	2	
grt_first_pass_wirelength	5870	um
placed_area	2000	sq um
routed_wl	3790	um
tool_warnings	25	
hold_violations	0	
drtIter0Drc	64	
final_cell_mix	clkdlybuf4s50_1 (35), dfrtp_1 (32), xor2_1 (19), xnor2_1 (11)	
drive_gt1_share	9.94	%
finalNonFillerCells	307	
maxCapViolations	0	
end_kind	output port	
h-tree-depth	2	
comb_power_share	1.4	%
clkPwrFrac	47.9	%
cpPeakStageDelay	480	ps
synthCells	131	
yosysWarnings	1	
timing.final.ws_setup	3310	ps
dpl.cell_count	299	
rows	37	
hold_depth	1	
yosys_register_bits	32	
core-area	10200	sq um
setup_viol	0	
die_y	122	um
numCtsBuffers	5	
postRouteAntennaNets	0	
hold_buffers	0	
max_freq	251	MHz
drc	0	
timing.rr.end	clkdiv[24]	
ys_chip_area	1500	sq um
gp_congestion	0.732	
startpoint_type	input port	
power_density	165	nW/um^2
maxSlewHeadroom	65.5	%
tns	0	ps
grt.total_usage	4.92	%
vias	1089	
slowest_stage	clkdlybuf4s50_1	
status	completed	
postCtsSetupBuffers	0	
insertion_delay	280	ps
routedWlPerCell	12.3	um
switching_power	0.0701	mW
-- cells by family (layout without fill, tap and decap cells) --
group | Yosys count | in the layout | share of synthesized area, %
compound gates | 1 | 1 | 0.334
xor+xnor | 30 | 30 | 17.5
fa+ha+maj | 1 | 1 | 0.835
simple gates | 58 | 58 | 25.1
flops | 32 | 32 | 53.5
buf+inv | 9 | 49 | 2.76
-- how the worst max path moves through the flow --
stage                 start       to  slack (ps)  cells past startpoint
after CTS               SW2  Clk_CPU        3290                      4
after global routing    SW2  Clk_CPU        3260                      4
final                   SW2  Clk_CPU        3310                      4
-- worst max-delay path: cells and delay by family --
| kind | cells | cell delay (ps) |
|---|---|---|
| compound gates | 1 | 70 |
| buf+inv | 2 | 950 |
| simple gates | 1 | 50 |
-- synthesized netlist by cell type, drive strengths merged --
master,number,area [sq um]
dfrtp,32,801
nor4,10,87.6
xnor2,11,96.3
nor2b,1,6.26
and3,5,31.3
nor3b,1,7.51
nand3,13,95.1
nand2,11,43.8
xor2,19,166
o21ai,1,5.00
nor2,4,15.0
ha,1,12.5
buf,4,22.5
nand4,4,25.0
nor3,4,20.0
and4,5,43.8
inv,5,18.8
-- power groups by stage --
stage	logic, mW	registers, mW	clock network (mW)
after CTS	0.00530	0.177	0.172
after global routing	0.00560	0.177	0.178
final	0.00483	0.177	0.167
-- final cells by class --
cell class	count	share of cell area, %
clock buffers	5	3.25
clock inverters	3	2.01
inverters	5	0.888
multi-input cells	90	31.0
flip-flops and latches	32	37.9
well taps	136	8.05
repair buffers	36	16.9
-- routing by layer --
metal	track usage, %	up-vias	wire [um]
li1	-	533	-
met1	6.14	523	1640
met2	7.50	29	1660
met3	2.86	4	457
met4	0.447	0	24
met5	0	-	0
Power and IR drop assume default switching activity.
