[flow/config.mk]
export PLATFORM = sky130hd
export DESIGN_NAME = dm_controller
export DESIGN_NICKNAME = dm_controller
export VERILOG_FILES = /design/flow/design.v
export SDC_FILE = /design/flow/constraint.sdc
export NUM_CORES = 4
export LEC_CHECK = 1
export CORE_AREA = 10 10 109 109
export DIE_AREA = 0 0 119 119
[flow/constraint.sdc]
current_design dm_controller

set clk_period 5.0
set clk_io_pct 0.2

create_clock -name clk0 -period $clk_period

set non_clock_inputs [all_inputs -no_clocks]
set_input_delay [expr $clk_period * $clk_io_pct] -clock clk0 $non_clock_inputs
set_output_delay [expr $clk_period * $clk_io_pct] -clock clk0 [all_outputs]
[flow/design.v]
module dm_controller (
    input mem_w,
    input [31:0] Addr_in,
    input [2:0] dm_ctrl,
    input [31:0] Data_read_from_dm,
    input [31:0] Data_write,
    output reg [31:0] Data_read,
    output reg [31:0] Data_write_to_dm,
    output reg [3:0] wea_mem
);
always @(*) 
begin
        if (mem_w) begin   
            case (dm_ctrl)
                3'b000: begin
                    Data_write_to_dm = Data_write;
                    wea_mem = 4'b1111;
                end
                3'b001, 3'b010: begin
                    if (Addr_in[1] == 0) begin  
                        Data_write_to_dm[15:0] = Data_write[15:0];
                        wea_mem = 4'b0011;
                    end else begin  
                        Data_write_to_dm[31:16] = Data_write[15:0];
                        wea_mem = 4'b1100;
                    end
                end
                3'b011, 3'b100: begin
                    case (Addr_in[1:0])
                        2'b00: begin
                            Data_write_to_dm[7:0] = Data_write[7:0];
                            wea_mem = 4'b0001;
                        end
                        2'b01: begin
                            Data_write_to_dm[15:8] = Data_write[7:0];
                            wea_mem = 4'b0010;
                        end
                        2'b10: begin
                            Data_write_to_dm[23:16] = Data_write[7:0];
                            wea_mem = 4'b0100;
                        end
                        2'b11: begin
                            Data_write_to_dm[31:24] = Data_write[7:0];
                            wea_mem = 4'b1000;
                        end
                    endcase
                end
                default: begin
                    Data_write_to_dm = 32'b0;
                    wea_mem = 4'b0000;
                end
            endcase
            Data_read = 32'b0;
            end
          else begin   
            case (dm_ctrl)
                3'b000: begin
                    Data_read = Data_read_from_dm;
                end
                3'b001: begin
                    if (Addr_in[1]==0) begin 
                        Data_read = {{16{Data_read_from_dm[15]}}, Data_read_from_dm[15:0]};
                    end else begin 
                        Data_read = {{16{Data_read_from_dm[31]}}, Data_read_from_dm[31:16]};
                    end
                end
                3'b010: begin
                    if (Addr_in[1]==0) begin 
                        Data_read = {16'b0, Data_read_from_dm[15:0]};
                    end else begin 
                        Data_read = {16'b0, Data_read_from_dm[31:16]};
                    end
                end
                3'b011: begin
                    case (Addr_in[1:0])
                        2'b00: Data_read = {{24{Data_read_from_dm[7]}}, Data_read_from_dm[7:0]};
                        2'b01: Data_read = {{24{Data_read_from_dm[15]}}, Data_read_from_dm[15:8]};
                        2'b10: Data_read = {{24{Data_read_from_dm[23]}}, Data_read_from_dm[23:16]};
                        2'b11: Data_read = {{24{Data_read_from_dm[31]}}, Data_read_from_dm[31:24]};
                    endcase
                end
                3'b100: begin
                    case (Addr_in[1:0])
                        2'b00: Data_read = {24'b0, Data_read_from_dm[7:0]};
                        2'b01: Data_read = {24'b0, Data_read_from_dm[15:8]};
                        2'b10: Data_read = {24'b0, Data_read_from_dm[23:16]};
                        2'b11: Data_read = {24'b0, Data_read_from_dm[31:24]};
                    endcase
                end
                default: begin
                    Data_read = 32'b0;
                end
            endcase
            Data_write_to_dm = 32'b0;
            wea_mem = 4'b0000;
        end
    end
endmodule
[flow/run.sh]
#!/bin/bash
# OpenROAD 26Q1-2900-gdf79404cd8, Yosys 0.63+post, stock flow scripts
make -C /OpenROAD-flow-scripts/flow DESIGN_CONFIG=/design/flow/config.mk WORK_HOME=/design/flow/orfs finish
==> impl_metrics.ini <==
; yosys + openroad results
[status]
status = finished clean

[synth]
ys_chip_area_um2 = 2520
numSynthFlops = 32
syn-cell-area_um2 = 2520
common_cells = a21oi_1 (85), nand2_1 (37), dlxtn_1 (32)
synth_warnings = 1
synth_top_flop_cell = dlxtn_1
syn_area_per_cell_um2 = 6.80
syn_inst = 370
async_flop_share_pct = 0
most_common_cell = a21oi_1
ys_types = 40
top_cell_area_share_pct = 19.1
ys_cells = 370
top_area_cell = dlxtn_1
area_leaders = dlxtn_1 (19%), a21oi_1 (17%), nor2b_1 (6.7%)
edf_count = 0

[setup_path]
path_class = primary input to output port
crit_arrival_ns = 3.41
crit_fanout = 25
start_kind = primary input
critPathMaxStageDelay_ns = 0.74
worstPathCellList = clkdlybuf4s50_1, or2_1, nor2_2, buf_4, a222oi_1, nor2_1, clkdlybuf4s50_1
critical-path-top-cell-by-count = clkdlybuf4s50_1
end_kind = output port
cp_slowest_cell = clkdlybuf4s50_1
crit_required_ns = 4.00

[power_and_ir_drop]
p_leak_nw = 1.47
power_mw = 0.277
seq_power_share_pct = 5.9
p_clk_share_pct = 0
p_sw_mw = 0.124
vdd_drop_max_mv = 0.0268
swShare_pct = 44.7
p_int_mw = 0.153
pwr-share-comb_pct = 94.1
p_per_area_nw_per_um2 = 70.1

[placement]
dp_hpwl_um = 8310
dp_slack_ns = 0.610
place.gp.congestion = 0.918
numPortBuffers = 138
dp_cells = 614
placed_area_um2 = 3940

[worst_hold_path]
hold_class = primary input to output port

[timing]
final.min_clock_period_ns = 4.41
worst_pin_slew_ns = 0.627
whs_ns = 2.94
unclocked_regs = 32
slew_violations = 0
finalHoldViolations = 0
setup_viol = 0
setup_ws_ns = 0.591
tns_ns = 0
max_slew_margin_pct = 58.1
rsz0062_at_grt = false
untimed_endpoints = 64
fin_crit_sh_pct = 88.2
fmax_ghz = 0.227

[finish]
synthToLayoutAreaGrowth_pct = 56.7
largest_register_ffs = 32
fin_util_pct = 40.9
fin_cells = 614
final_cell_area_um2 = 3940
drive_gt1_share_pct = 6.86

[global_route]
grt_pass1_wl_um = 16400
antenna_found_initial = 0
grt_pass1_vias = 3051
gr-usage-all-layers_pct = 14.1
grt_max_degree = 43
grt-ovfl-total = 0

[floorplan]
row_count = 36
chipArea_um2 = 14200
initCoreUtil_pct = 26.1
core_area_um2 = 9640
dieWidth_um = 119
fp.dieH_um = 119
ios = 168

[cts]
post_cts_resized = 0
cts_hold_buf = 0
post_cts_buffers = 0

[drt]
route.detailed.drc = 0
antennaDiodeCount = 0
wl_per_cell_um = 17.3
via_per_inst = 5.04
num_vias = 3094
drt_iter0_markers = 130
ant_nets = 0
wl_um = 10600
dr.pass1.iters = 4

[job]
warning_count = 62
max_cap_violations = 0
[routing by layer]
metal	routed length, µm	GRT usage [%]
met5	0	0
met4	102	1.45
met1	4890	19.3
met2	4380	21.2
met3	1260	5.76
[critical path: cells and delay by family]
kind	cells	cell delay [ns]
AND/OR/NAND/NOR	3	0.60
buffers and inverters	3	1.39
AND-OR/OR-AND	1	0.40
[power by group through the flow]
| stage | registers, mW | logic (mW) | clock network [mW] |
|---|---|---|---|
| CTS | 0.0164 | 0.261 | 0 |
| finish | 0.0164 | 0.260 | 0 |
| global route | 0.0166 | 0.287 | 0 |
[final cells by class]
type | instances | area, µm²
Inverter | 12 | 45.0
Timing Repair Buffer | 148 | 1450
Tap cell | 133 | 166
Sequential cell | 32 | 480
Multi-Input combinational cell | 289 | 1800
Fill cell | 1014 | 5700
[path summary, 6_finish.rpt]
kind / start / to / slack (ns) / depth (start not counted)
min: Data_read_from_dm[16] / Data_read[16] / 2.94 / 4
max: dm_ctrl[1] / Data_read[0] / 0.59 / 7
[cells by family (layout without fill, tap and decap cells)]
| kind of cell | after synthesis | after routing | synth area share, % |
|---|---|---|---|
| compound gates | 162 | 162 | 40.6 |
| latches | 32 | 32 | 19.1 |
| simple gates | 111 | 111 | 23.6 |
| mux | 16 | 16 | 7.56 |
| buf+inv | 49 | 160 | 9.20 |
[cells in the final DEF (no fill, tap or decap), types with 7 or more instances in the layout]
master           instances
a21oi_1                 85
nor2_1                  11
o221ai_1                 9
nand2_1                 37
o21ai_0                  7
o22ai_1                  8
inv_1                   11
buf_4                   10
dlxtn_1                 32
mux2_2                  14
and2_1                  19
nor2b_1                 27
a211oi_1                16
clkdlybuf4s50_1        136
and3_1                   9
o21a_1                  20
a222oi_1                 7
Power figures rest on the tool's default switching activity, not on a simulated workload.
